==> ./design.v <==
`timescale 1ns/100ps
module ir (clk, ir_load, read_data, instr);
  input         clk;
  input         ir_load;
  input  [31:0] read_data;
  output [31:0] instr;
  wire          clk;
  wire          ir_load;
  wire   [31:0] read_data;
  reg    [31:0] instr;
  initial
    instr <= 32'h00000000;
  always @(posedge clk)
    if (ir_load == 1'b1)
      instr <= read_data;
endmodule
==> ./run.sh <==
#!/bin/bash
# OpenROAD 26Q1-2900-gdf79404cd8, Yosys 0.63+post, stock flow scripts
make -C /OpenROAD-flow-scripts/flow DESIGN_CONFIG=/design/flow/config.mk WORK_HOME=/design/flow/orfs finish
==> ./config.mk <==
export PLATFORM = sky130hd
export DESIGN_NAME = ir
export DESIGN_NICKNAME = ir
export VERILOG_FILES = /design/flow/design.v
export SDC_FILE = /design/flow/constraint.sdc
export NUM_CORES = 4
export LEC_CHECK = 1
export CORE_AREA = 10 10 95 95
export DIE_AREA = 0 0 105 105
==> ./constraint.sdc <==
current_design ir

set clk_period 1.0
set clk_io_pct 0.2

create_clock -name clk0 -period $clk_period [get_ports {clk}]

set non_clock_inputs [all_inputs -no_clocks]
set_input_delay [expr $clk_period * $clk_io_pct] -clock clk0 $non_clock_inputs
set_output_delay [expr $clk_period * $clk_io_pct] -clock clk0 [all_outputs]
==> Changelog: implementation <==
### Changed

- Status: complete, no violations
- Area of the die: approximately 11000 um2
- Number of buffers created by CTS: 5
- Number of H-tree levels: 2
- Setup crit end kind: primary output
- Die Ht: roughly 110 um
- RSZ-0062 raised after global routing: yes
- Post-CTS Setup Repair Bufs: 0
- Critical path startpoint category: flop
- Pre-antenna DRT Iters: 4
- Hold Vio Cnt, Final: 0
- Iter 0 DRT Violations: 14
- Top cell area share: 1.00
- Top cells by area: edfxtp_1
- Peak VDD IR: between 500 and 600 uV
- Leak: between 0.6 and 0.7 nW
- Core box area: 6910 um2
- Final slew viol count: 0
- Crit path max-delay cell type: edfxtp_1
- DRC viols: 0
- Cell taking the most area after synthesis: edfxtp_1
- Hold_buf cts: 0
- Worst Hold Class: in -> reg
- Fmax: between 1000 and 1500 MHz
- Port Buffers: between 60 and 70
- Power density over cell area: roughly 1800 nW/um2
- Dpl cell area: 1770 um2
- Setup-failing EPs final: 0
- Vias/cell: 2.86
- Synthesized flop and latch total: 32
- Syn Area/Cell: 30.0 um2
- Measured slew at the worst slew-check pin: around 0.11 ns
- Total chip power: between 0.003 and 0.004 W
- Top delay family on crit path: flip-flops
- Required time of the critical path: 0.80 ns
- Top Registers: instr (32)
- Routed len/inst: about 14 um
- Critical Path AT: around 0.8 ns
- Gate Area: 0 um2
- Largest net degree at the start of global routing: 20
- Design area: between 1500 and 2000 um2
- Antenna violations before repair: 0
- Yosys chip area: between 900 and 1000 um2
- ANT nets after route: 0
- Syn Inst Count: 32
- IO Count: between 60 and 70
- Clk buf depth: 2
- Post-synth seq share: 1.00
- Reg clk slew, reported paths: 0.07 ns
- Area of the mapped netlist: 961 um2
- Max reg flops: 32
- Final core occ: 0.249
- Drt total wl: between 2000 and 3000 um
- Number of logged tool warnings: 27
- Total Routing Usage GR: 0.0486
- Via count: approximately 580
- Buf+Inv Stages, Crit Path: 1
- Placement row count: 30
- Max Cap Violations: 0
- Layout cells sized above 1: 0.402
- Post-route setup TNS: 0 ns
- Global-route wire length before repair: 4080 um
- Ys Warns: 1
- Vias in the first global route: around 660
- Clk sink count: 32
- Die x size: 105 um
- Max stage delay on crit path: 0.38 ns
- Unique cell types: 1
- Top cells excl fill/tap: buf_2, clkdlybuf4s50_1, edfxtp_1
- Register with the most flip-flops: instr
- Fin crit period: 0.990 ns
- Critical path class: reg -> out
- Layout Area Growth over Synthesis: 78.8%
- Crit share post-route: 0.990
- Multi-input gates: 0
- Ys cells: 32
- Slew HR: 0.926
- Gpl congestion: 0.673
- CTS root buf: clkbuf_8
- Total grt overflow: 0
- Worst-path cell chain: buf_2
- Worst Path Max Fanout: 1
- CTS tree: yes
- Fp util: 0.139
- # diodes: 0
- Most common logic cell in the routed design: buf_2
[cell type report]
| type | instances | area (um2) |
|---|---|---|
| Clock buffer | 5 | 68.8 |
| Clock inverter | 3 | 42.5 |
| Fill cell | 749 | 5190 |
| Sequential cell | 32 | 961 |
| Tap cell | 96 | 120 |
| Timing Repair Buffer | 67 | 526 |
[synthesized netlist by cell type]
master	count
edfxtp_1	32
[repair_timing]
action | 4_1_cts | 5_1_grt
endpoints found under the hold margin | 0 | 0
setup endpoints to repair | 32 | 18
gates resized | 97 | 0
[per-layer routing]
metal / global-route usage / wire length [um]
met5: 0 / 0
met4: 0.00784 / 14
met3: 0.0342 / 386
met2: 0.0787 / 1320
met1: 0.0519 / 1040
[cells by family after synthesis]
family / count (synthesis) / share of synthesized area
flip-flops: 32 / 1.00
[worst paths after layout]
check / start / endpoint / depth (start not counted)
hold / removal: ir_load / instr[30]$_DFFE_PP_ / 2
setup / recovery: instr[17]$_DFFE_PP_ / instr[17] / 1
[stage by stage]
stage,std cells,worst slack (ns),hold WS [ns]
2_1_floorplan,32,0.501,0.299
3_3_place_gp,195,-0.0172,0.637
3_5_place_dp,195,-0.0208,0.636
4_1_cts,203,-0.0194,0.334
5_1_grt,203,-0.0508,0.342
6_report,203,0.0101,0.338
[where the power goes]
part	internal (W)	total [W]	switching [W]
logic	0.000186	0.000251	0.0000645
clock network	0.000737	0.00123	0.000495
registers	0.00159	0.00161	0.0000206
Power is estimated from default activity; no workload was simulated.
